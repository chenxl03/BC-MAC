==> /design/flow/config.mk <==
export PLATFORM = sky130hd
export DESIGN_NAME = b16_SIP
export DESIGN_NICKNAME = b16_SIP
export VERILOG_FILES = /design/flow/design.v
export SDC_FILE = /design/flow/constraint.sdc
export NUM_CORES = 4
export LEC_CHECK = 1
export CORE_UTILIZATION = 50
==> /design/flow/constraint.sdc <==
current_design b16_SIP

set clk_period 5.3
set clk_io_pct 0.2

create_clock -name clk0 -period $clk_period [get_ports {clk}]

set non_clock_inputs [all_inputs -no_clocks]
set_input_delay [expr $clk_period * $clk_io_pct] -clock clk0 $non_clock_inputs
set_output_delay [expr $clk_period * $clk_io_pct] -clock clk0 [all_outputs]
==> /design/flow/design.v <==
`timescale 1ns/1ps
module b16_SIP (
  input clk,
  input rst_n, 
  input [15:0] in1_0  ,
  input [15:0] in1_1  ,
  input [15:0] in1_2  ,
  input [15:0] in1_3  ,
  input [15:0] in1_4  ,
  input [15:0] in1_5  ,
  input [15:0] in1_6  ,
  input [15:0] in1_7  ,
  input [15:0] in1_8  ,
  input [15:0] in1_9  ,
  input [15:0] in1_10 ,
  input [15:0] in1_11 ,
  input [15:0] in1_12 ,
  input [15:0] in1_13 ,
  input [15:0] in1_14 ,
  input [15:0] in1_15 ,
  input in2_0  ,
  input in2_1  ,
  input in2_2  ,
  input in2_3  ,
  input in2_4  ,
  input in2_5  ,
  input in2_6  ,
  input in2_7  ,
  input in2_8  ,
  input in2_9  ,
  input in2_10 ,
  input in2_11 ,
  input in2_12 ,
  input in2_13 ,
  input in2_14 ,
  input in2_15 ,
  output [31:0] out
);
wire [19:0] psum;
assign psum = in1_0 & {16{in2_0}}
            + in1_1 & {16{in2_1}}
            + in1_2 & {16{in2_2}}
            + in1_3 & {16{in2_3}}
            + in1_4 & {16{in2_4}}
            + in1_5 & {16{in2_5}}
            + in1_6 & {16{in2_6}}
            + in1_7 & {16{in2_7}}
            + in1_8 & {16{in2_8}}
            + in1_9 & {16{in2_9}}
            + in1_10 & {16{in2_10}}
            + in1_11 & {16{in2_11}}
            + in1_12 & {16{in2_12}}
            + in1_13 & {16{in2_13}}
            + in1_14 & {16{in2_14}}
            + in1_15 & {16{in2_15}}
            + out<<1 ;
reg [31:0] out;
always @ (posedge clk or negedge rst_n) begin
	if (rst_n == 1'b0) begin
		out		<= 32'b0;
	end else begin
		out		<= psum;
	end
end
endmodule
==> /design/flow/run.sh <==
#!/bin/bash
# OpenROAD 26Q1-2900-gdf79404cd8, Yosys 0.63+post, stock flow scripts
make -C /OpenROAD-flow-scripts/flow DESIGN_CONFIG=/design/flow/config.mk WORK_HOME=/design/flow/orfs finish
==> run summary <==
status -> complete, no violations
Layout Skew -> 3.07 ps
vias -> 13824
HP Class -> flip-flop to flip-flop
share of layout cells above drive strength 1 -> 2.66%
die x size -> 154 microns
Top cells by area -> ha_1 (24%), xnor2_1 (6.5%), xor2_1 (6.4%)
max reg flops -> 15
Worst-Skew Late Latency -> 250 ps
Biggest register -> out
Final Worst Setup Slack -> 346 ps
average routed wire per standard cell -> 21.8 microns
Registers, synthesis -> 15
Detail Placement HPWL -> 41.7 mm
Final setup viols -> 0
min Tclk post-route -> 4950 ps
setup TNS -> 0 ps
crit-path max FO -> 13
Worst Reg-to-Reg Cells -> 10
ANT nets after route -> 0
arrival time at the worst endpoint -> 5100 ps
Die H -> 154 microns
CTS Root Cell -> clkbuf_16
Ys Warns -> 1
hold endpoint -> out[2]$_DFF_PN0_
Post-Syn Instances -> 1560
achievable frequency -> 202 MHz
Fill cells -> 1862
fin. max-slew vios -> 0
clock tree sinks -> 15
CP bufs+invs -> 2
drt total wl -> 47.1 mm
final hold vios -> 0
Hold Startpoint -> out[1]$_DFF_PN0_
register area share after synthesis -> 3.24%
crit share post-route -> 93.5%
worst-margin pin slew -> 931 ps
Worst path slowest cell -> clkdlybuf4s50_1
area leader, netlist -> ha_1
vias in the first global route -> 12737
Startpoint Class -> input port
Synth Area per Inst -> 7.42 sq um
area of the core -> 22600 sq um
setup bufs post-CTS -> 0
critical path cell sequence -> clkdlybuf4s50_1 > buf_4 > and2_2 > fa_1 > a21o_1 > a21oi_1 > o21bai_1 > a221oi_1 > o21ai_0 > nor3_1 > o221ai_1 > or4_1 > nor4_1
Max-slew headroom -> 37.4%
H-tree depth -> 1
CTS Buffer Depth -> 2
Largest regs -> out (15)
LEAKAGE -> 6.54 nW
CP Class -> input port to flip-flop
worst vdd ir -> 87.0 uV
Ports -> 306
Yosys cell types -> 76
initial antenna violation count -> 0
area grow syn2layout -> 29.9%
sequential cell area -> 375 sq um
maxcap violations -> 0
yosys cell count -> 1560
drt drc -> 0
ANT cells -> 0
gr ovfl total -> 0
FP Core Util -> 51.1%
largest net degree at the start of global routing -> 19
port bufs -> 287
Rows -> 55
WP data required -> 5440 ps
flip-flops with a built-in enable -> 0
RSZ-0062 raised after global routing -> no
R2R Setup Slk -> 1750 ps
chip area -> 23800 sq um
hold_buf cts -> 0
most frequent cells in the layout -> clkdlybuf4s50_1 (287), ha_1 (223), a21oi_1 (137)
Yosys chip area -> 11600 sq um
via-per-instance ratio -> 6.39
Total Routing Usage GR -> 39.5%
first-pass GRT wire length -> 69.5 mm
MI comb area -> 10900 sq um
cell family with most CP delay -> AND-OR/OR-AND gates
tool warnings -> 27
Pwr Density -> 136 nW/um^2
cts bufs inserted -> 3
ys flop type -> dfrtp_1
R2R Path End -> out[12]$_DFF_PN0_
dpl ws -> 186 ps
Final Hold Slack -> 909 ps
clock-pin slew on the worst setup and hold paths -> 50 ps
first-pass iteration count of the detailed router -> 6
CP max stage delay -> 600 ps
Syn Std Cell Area -> 11600 sq um
post-cts resize count -> 0
dominant logic cell type in the layout -> clkdlybuf4s50_1
Top-area cell share -> 24.1%
routability cong. -> 1.11
FFs w/ async S/R, synth -> 100%
worst reg2reg path startpoint -> out[1]$_DFF_PN0_
initial drt markers -> 914
critical path capture point type -> flip-flop
Hold Crit Depth -> 4
CTS tree -> yes
-- synthesized netlist by cell type (14+ instances only) --
master    number
nor2_1       111
and2_1        24
o21bai_1      23
nor2b_1       17
a31oi_1       24
a211oi_1      26
buf_4         17
xor2_1        84
o21ai_1       14
nor3_1        66
and3_1        20
or3_1         20
dfrtp_1       15
o21ai_0       73
fa_1          16
nand4_1       45
o21a_1        20
nand3_1       49
nand2b_1      20
inv_1         48
xnor2_1       86
nor4_1        38
nand2_1      106
ha_1         223
a21oi_1      137
a21o_1        56
o211ai_1      17
-- per-stage QoR --
stage	std cells	cell area (sq um)	total power, mW	util (%)
finish	2162	15000	2.05	66.4
global route	2162	15000	2.19	66.4
CTS	2162	15000	2.01	66.4
detailed placement	2158	15000	1.84	66.0
global placement	2158	15000	1.83	66.0
floorplan	1576	11600	1.18	-
-- report_power, final --
part	internal [mW]	switching [mW]	total (mW)	leakage (nW)
Combinational	0.776	1.01	1.78	6.29
Sequential	0.115	0.00000720	0.115	0.210
Clock	0.101	0.0523	0.153	0.0409
-- final cells by class --
cell class / count / area share (%)
clock buffer: 3 / 0.499
sequential: 15 / 2.50
multi-input combinational: 1492 / 72.7
timing repair buffer: 318 / 20.7
tap: 285 / 2.37
clock inverter: 1 / 0.0333
inverter: 48 / 1.20
-- metal layers --
metal	vias to the layer above	track usage, %	routed length (microns)
li1	6652	-	-
met1	6448	54.2	20300
met2	651	64.4	21000
met3	73	7.35	4390
met4	0	9.10	1470
met5	-	0	0
-- worst reg2reg max path: cells and delay by family, from the launching register on --
kind,cells,cell delay (ps)
and+or+nand+nor,4,1300
xor gates and xnor gates,1,220
AOI/OAI and AO/OA,3,880
adders and majority gates,2,660
DFF,1,390
-- worst max path at each step --
stage	to	start	cells past startpoint
final	out[12]$_DFF_PN0_	in2_8	13
after global routing	out[12]$_DFF_PN0_	in2_8	13
after CTS	out[12]$_DFF_PN0_	in2_8	13
-- cells by family (layout without fill, tap and decap cells) --
kind of cell	Yosys count	in the layout	share of synthesized area [%]
XOR/XNOR	170	170	12.9
multiplexers	10	10	0.865
flip-flops	15	15	3.24
AND-OR/OR-AND	508	508	29.1
adder cells (fa/ha/maj)	239	239	26.9
other	1	17	0.0324
buffers and inverters	69	370	2.79
AND/OR/NAND/NOR	548	548	24.2
Power and IR drop assume default switching activity.
