===== flow/config.mk =====
export PLATFORM = sky130hd
export DESIGN_NAME = mac_b16_s16
export DESIGN_NICKNAME = mac_b16_s16
export VERILOG_FILES = /design/flow/design.v
export SDC_FILE = /design/flow/constraint.sdc
export NUM_CORES = 4
export LEC_CHECK = 1
export CORE_UTILIZATION = 50

===== flow/constraint.sdc =====
current_design mac_b16_s16

set clk_period 17.6
set clk_io_pct 0.2

create_clock -name clk0 -period $clk_period [get_ports {clk}]

set non_clock_inputs [all_inputs -no_clocks]
set_input_delay [expr $clk_period * $clk_io_pct] -clock clk0 $non_clock_inputs
set_output_delay [expr $clk_period * $clk_io_pct] -clock clk0 [all_outputs]

===== flow/design.v =====
`timescale 1ns/1ps
module mac_b16_s16 (
clk,
rstn,
in1_0  ,
in1_1  ,
in1_2  ,
in1_3  ,
in1_4  ,
in1_5  ,
in1_6  ,
in1_7  ,
in1_8  ,
in1_9  ,
in1_10 ,
in1_11 ,
in1_12 ,
in1_13 ,
in1_14 ,
in1_15 ,
in2_0  ,
in2_1  ,
in2_2  ,
in2_3  ,
in2_4  ,
in2_5  ,
in2_6  ,
in2_7  ,
in2_8  ,
in2_9  ,
in2_10 ,
in2_11 ,
in2_12 ,
in2_13 ,
in2_14 ,
in2_15 ,
out
);
input clk;
input rstn;
input signed [15:0] in1_0  ;
input signed [15:0] in1_1  ;
input signed [15:0] in1_2  ;
input signed [15:0] in1_3  ;
input signed [15:0] in1_4  ;
input signed [15:0] in1_5  ;
input signed [15:0] in1_6  ;
input signed [15:0] in1_7  ;
input signed [15:0] in1_8  ;
input signed [15:0] in1_9  ;
input signed [15:0] in1_10 ;
input signed [15:0] in1_11 ;
input signed [15:0] in1_12 ;
input signed [15:0] in1_13 ;
input signed [15:0] in1_14 ;
input signed [15:0] in1_15 ;
input signed [15:0] in2_0  ;
input signed [15:0] in2_1  ;
input signed [15:0] in2_2  ;
input signed [15:0] in2_3  ;
input signed [15:0] in2_4  ;
input signed [15:0] in2_5  ;
input signed [15:0] in2_6  ;
input signed [15:0] in2_7  ;
input signed [15:0] in2_8  ;
input signed [15:0] in2_9  ;
input signed [15:0] in2_10 ;
input signed [15:0] in2_11 ;
input signed [15:0] in2_12 ;
input signed [15:0] in2_13 ;
input signed [15:0] in2_14 ;
input signed [15:0] in2_15 ;
output signed [35:0] out;
reg signed [31:0] prod_0  ;
reg signed [31:0] prod_1  ;
reg signed [31:0] prod_2  ;
reg signed [31:0] prod_3  ;
reg signed [31:0] prod_4  ;
reg signed [31:0] prod_5  ;
reg signed [31:0] prod_6  ;
reg signed [31:0] prod_7  ;
reg signed [31:0] prod_8  ;
reg signed [31:0] prod_9  ;
reg signed [31:0] prod_10 ;
reg signed [31:0] prod_11 ;
reg signed [31:0] prod_12 ;
reg signed [31:0] prod_13 ;
reg signed [31:0] prod_14 ;
reg signed [31:0] prod_15 ;
always @ (posedge clk or negedge rstn) begin
	if (rstn == 1'b0) begin
		prod_0  <= 32'b0;
		prod_1  <= 32'b0;
		prod_2  <= 32'b0;
		prod_3  <= 32'b0;
		prod_4  <= 32'b0;
		prod_5  <= 32'b0;
		prod_6  <= 32'b0;
		prod_7  <= 32'b0;
		prod_8  <= 32'b0;
		prod_9  <= 32'b0;
		prod_10 <= 32'b0;
		prod_11 <= 32'b0;
		prod_12 <= 32'b0;
		prod_13 <= 32'b0;
		prod_14 <= 32'b0;
		prod_15 <= 32'b0;
	end else begin
		prod_0  <= in1_0  * in2_0 ;
		prod_1  <= in1_1  * in2_1 ;
		prod_2  <= in1_2  * in2_2 ;
		prod_3  <= in1_3  * in2_3 ;
		prod_4  <= in1_4  * in2_4 ;
		prod_5  <= in1_5  * in2_5 ;
		prod_6  <= in1_6  * in2_6 ;
		prod_7  <= in1_7  * in2_7 ;
		prod_8  <= in1_8  * in2_8 ;
		prod_9  <= in1_9  * in2_9 ;
		prod_10 <= in1_10 * in2_10;
		prod_11 <= in1_11 * in2_11;
		prod_12 <= in1_12 * in2_12;
		prod_13 <= in1_13 * in2_13;
		prod_14 <= in1_14 * in2_14;
		prod_15 <= in1_15 * in2_15;
	end
end
wire [35:0] psum;
assign psum = prod_0   +  prod_1   +  prod_2   +  prod_3 
            + prod_4   +  prod_5   +  prod_6   +  prod_7 
            + prod_8   +  prod_9   +  prod_10  +  prod_11 
            + prod_12  +  prod_13  +  prod_14  +  prod_15 ;
reg [35:0] out;
always @ (posedge clk or negedge rstn) begin
	if (rstn == 1'b0) begin
		out		<= 36'b0;
	end else begin
		out		<= psum;
	end
end
endmodule

===== flow/run.sh =====
#!/bin/bash
# OpenROAD 26Q1-2900-gdf79404cd8, Yosys 0.63+post, stock flow scripts
make -C /OpenROAD-flow-scripts/flow DESIGN_CONFIG=/design/flow/config.mk WORK_HOME=/design/flow/orfs finish

==> run notes <==
The flow completed. Checking hold timing, the worst path is listed with class register to register. The cell type that accounts for the most area after synthesis is fa_1. The floorplan step records an initial core utilization of 0.5024. Area added between synthesis and finish landed at 7.490%. Number of buffers created by CTS landed at 73. Share of Yosys cell area claimed by the top area cell type landed at 0.5067. Number of unique standard cell types used by synthesis landed at 82. Final hold violation count landed at 0. According to the floorplan report, the die height is 608.1 µm. Largest driver fanout on the critical path landed at 16. The final weighted congestion recorded by global placement is 1.001. After routing the design area is 197,400 µm². Post-synthesis area per instance landed at 9.482 µm². Depth of the worst hold-timing path landed at 1. In the routed layout, each cell is associated on average with a via count of 5.035.

For this run, the share of the core covered by cells in the final layout is 0.5400. Headroom to the max-slew limit came out at 0.3679. Per Yosys stat, the portion of area used by sequential elements is 0.07467. Per the post-CTS timing run, clock transition at the registers of the reported paths is 0.06 ns. The tightest hold path in the finished design has a slack of 0.5794 ns. Total overflow reported by the global router landed at 0. Input and output buffers added on the ports amount to 549.

The run finished with clean final reports. In this run the clock root is driven by a clkbuf_16. After the first detailed-routing iteration, the DRC count stood at 4,969.

Achievable frequency landed at 0.09512 GHz. Clock latency at the later pin of the worst-skew pair landed at 0.70 ns. Instance count after placement with tap cells included landed at 24,410. From left edge to right edge, the die measures 608.1 µm. The initialized floorplan defines 222 standard-cell rows.

The number of antenna violations at the first check in global routing is 63. The first global-routing pass estimated 794.2 mm of wire. Gates resized during post-CTS repair numbered 0. Looking at the setup timing report, the critical path kind is input pin to register.

Flip-flop and latch count after synthesis landed at 548. Post-synth the commonest register cell is dfrtp_1. Final critical-path required period landed at 10.51 ns. The library cells used most frequently in the layout, excluding fill and tap cells, are inv_1 (5,519), fa_1 (4,648), nand2_1 (2,292). Routed wire length on met2 landed at 232.4 mm. According to the timing report, the arrival time at the worst endpoint equals 11.01 ns. Via count of the first global-routing pass landed at 136,600. Yosys attributes the largest share of cell area to fa_1 (51%), inv_1 (11%), ha_1 (9.2%). Wire length per cell landed at 20.18 µm. The floorplan step defined a die boundary enclosing 369,700 µm². Final instance count without filler cells landed at 24,570.

After detailed routing, no signal wire sits above met5. After detailed routing, the total wire length is 496.0 mm. Routed via count landed at 123,700.

The number of maximum-capacitance violations recorded for the run is 0. The tool warning count for the run is 33. After detailed routing, the wire length on met1 is 182.2 mm. Final count of negative-setup-slack endpoints landed at 0. STA classifies the critical path startpoint as an input pin. Standard cell core area landed at 365,500 µm². In the log, the iteration count for the first detailed-route pass is 5. During I/O placement, the number of pins put on the boundary was 550.

TritonCTS built the clock tree. Synthesized netlist cell count landed at 19,370. The placed instances occupy a cell area of 194,700 µm².

Share of flip-flops with an asynchronous set or reset landed at 1.000. Of the available clock period, the critical path in the final layout requires 0.5973. The final timing report lists clock skew as 0.03573 ns. The stat command in Yosys gives a chip area of 183,600 µm². Yosys mapped a number of flops with a built-in enable equal to 0. Yosys synthesis warning count landed at 1. Number of fill cells in the layout landed at 33,080. The worst setup path is captured at a register. The detailed router reports a met3 wire length of 57.42 mm.

The library cell used most frequently in the layout, excluding fill and tap cells, is inv_1. Measured in cells, the most critical reg-to-reg path has a length of 21. Buffers added to address setup during post-CTS repair amount to 0.

Counting pins that exceed their max-slew limit in the final report gives 0. Summed over all failing endpoints, the final setup total negative slack is 0 ns. Per the CTS log, the maximum H-tree level is 3.

The transition time recorded at the tightest slew-check pin is 0.9452 ns. Fraction of layout instances using a drive strength above 1 landed at 0.01926. The clock drives 548 sinks. Placed wire-length estimate after detailed placement landed at 427.0 mm. Largest net degree at the start of global routing landed at 111. Final routed DRC violation total landed at 0. Synthesized cell area landed at 183,600 µm². No sink is reached through more buffers than the 3 on the longest clock path. Global-route usage over all layers landed at 0.3089. Count of nets left with antenna violations after detail routing landed at 0. Number of buffers added to fix hold violations after cts landed at 0.

For the worst setup path, the data required time is 18.10 ns. Setup repair after global routing left no endpoint under its margin. Yosys cell count landed at 19,370.
path summary, 6_finish.rpt:
path | endpoint | start | slack (ns)
max in group asynchronous | prod_1[20]$_DFF_PN0_ | rstn | 12.33
setup / recovery | prod_5[30]$_DFF_PN0_ | in2_5[1] | 7.09
min in group asynchronous | prod_7[31]$_DFF_PN0_ | rstn | 2.79
setup reg to reg | out[26]$_DFF_PN0_ | prod_2[2]$_DFF_PN0_ | 10.21
hold reg to reg | out[0]$_DFF_PN0_ | prod_15[0]$_DFF_PN0_ | 0.58
hold / removal | out[0]$_DFF_PN0_ | prod_15[0]$_DFF_PN0_ | 0.58
through the flow:
step,setup WS (ns)
2_1_floorplan,8.182
3_3_place_gp,6.374
3_5_place_dp,6.465
4_1_cts,7.135
5_1_grt,6.566
6_report,7.087
sequential cells by signal, indices dropped and copies added (netlist names):
register	count
prod_2	32
prod_11	32
prod_13	32
prod_14	32
prod_0	32
prod_6	32
prod_1	32
prod_9	32
prod_15	32
prod_4	32
out	36
prod_8	32
prod_3	32
prod_5	32
prod_7	32
prod_10	32
prod_12	32
cells in the mapped netlist (54+ instances only):
cell type  count
a211oi_1      54
a21o_1       195
a21oi_1      360
and2_1      1744
clkbuf_1     526
dfrtp_1      548
fa_1        4648
ha_1        1353
inv_1       5519
nand2_1     2292
nand2b_1     128
nand3_1       75
nor2_1       412
nor3_1        84
o21a_1        71
o21ai_0      231
o21bai_1      70
xnor2_1      454
xor2_1       110
cell type report:
type	instances	area (µm²)	area share
tap	4816	6026	0.03053
antenna	31	77.57	0.0003930
timing repair buffer	752	7049	0.03571
clock inverter	39	521.8	0.002643
clock buffer	93	2056	0.01041
inverter	5519	20720	0.1049
sequential	548	13710	0.06947
multi-input combinational	12780	147200	0.7459
cells by family (layout without fill, tap and decap cells):
family                     after synthesis  in the layout  synth area share
DFF                                    548            548           0.07467
buffers and inverters                 6045           6403            0.1236
other                                    0             31                 0
xor gates and xnor gates               564            564           0.02690
muxes                                    9              9         0.0004974
adders and majority gates             6001           6001            0.5988
and+or+nand+nor                       4937           4937            0.1306
AOI/OAI and AO/OA                     1264           1264           0.04493
critical path, stage by stage:
cell             delay [ns]
clkdlybuf4s50_1        0.89
nand2_1                0.20
inv_1                  0.17
fa_1                   0.49
fa_1                   0.56
inv_1                  0.05
fa_1                   0.51
inv_1                  0.06
fa_1                   0.51
fa_1                   0.50
inv_1                  0.05
fa_1                   0.47
inv_1                  0.04
ha_1                   0.39
nand4_1                0.11
nor2_1                 0.13
nand2_1                0.09
nor4b_1                0.60
o21ai_0                0.30
a21boi_0               0.42
o31ai_1                0.17
o311ai_0               0.76
metal layers:
layer / up-vias / global-route usage
li1: 56390 / -
met1: 62680 / 0.4204
met2: 3921 / 0.4598
met3: 683 / 0.1450
met4: 50 / 0.1043
met5: - / 0.01137
