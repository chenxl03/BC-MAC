**design/flow/design.v**
```verilog
module b8Xb8_s16( 
  input clk,
  input rst_n, 
  input [7:0] in1_0  ,
  input [7:0] in1_1  ,
  input [7:0] in1_2  ,
  input [7:0] in1_3  ,
  input [7:0] in1_4  ,
  input [7:0] in1_5  ,
  input [7:0] in1_6  ,
  input [7:0] in1_7  ,
  input [7:0] in1_8  ,
  input [7:0] in1_9  ,
  input [7:0] in1_10 ,
  input [7:0] in1_11 ,
  input [7:0] in1_12 ,
  input [7:0] in1_13 ,
  input [7:0] in1_14 ,
  input [7:0] in1_15 ,
  input [7:0] in2_0  ,
  input [7:0] in2_1  ,
  input [7:0] in2_2  ,
  input [7:0] in2_3  ,
  input [7:0] in2_4  ,
  input [7:0] in2_5  ,
  input [7:0] in2_6  ,
  input [7:0] in2_7  ,
  input [7:0] in2_8  ,
  input [7:0] in2_9  ,
  input [7:0] in2_10 ,
  input [7:0] in2_11 ,
  input [7:0] in2_12 ,
  input [7:0] in2_13 ,
  input [7:0] in2_14 ,
  input [7:0] in2_15 ,
  output [11:0] out
  );
  reg [19:0] psum;
  reg [15:0] prod_0  ;
  reg [15:0] prod_1  ;
  reg [15:0] prod_2  ;
  reg [15:0] prod_3  ;
  reg [15:0] prod_4  ;
  reg [15:0] prod_5  ;
  reg [15:0] prod_6  ;
  reg [15:0] prod_7  ;
  reg [15:0] prod_8  ;
  reg [15:0] prod_9  ;
  reg [15:0] prod_10 ;
  reg [15:0] prod_11 ;
  reg [15:0] prod_12 ;
  reg [15:0] prod_13 ;
  reg [15:0] prod_14 ;
  reg [15:0] prod_15 ;
  always @(negedge rst_n or posedge clk) begin
    if (rst_n == 1'b0) begin
      prod_0  <= 16'b0;
      prod_1  <= 16'b0;
      prod_2  <= 16'b0;
      prod_3  <= 16'b0;
      prod_4  <= 16'b0;
      prod_5  <= 16'b0;
      prod_6  <= 16'b0;
      prod_7  <= 16'b0;
      prod_8  <= 16'b0;
      prod_9  <= 16'b0;
      prod_10 <= 16'b0;
      prod_11 <= 16'b0;
      prod_12 <= 16'b0;
      prod_13 <= 16'b0;
      prod_14 <= 16'b0;
      prod_15 <= 16'b0;
      psum <= 20'b0;
    end else begin
      prod_0  <= in1_0  * in2_0  ;
      prod_1  <= in1_1  * in2_1  ;
      prod_2  <= in1_2  * in2_2  ;
      prod_3  <= in1_3  * in2_3  ;
      prod_4  <= in1_4  * in2_4  ;
      prod_5  <= in1_5  * in2_5  ;
      prod_6  <= in1_6  * in2_6  ;
      prod_7  <= in1_7  * in2_7  ;
      prod_8  <= in1_8  * in2_8  ;
      prod_9  <= in1_9  * in2_9  ;
      prod_10 <= in1_10 * in2_10 ;
      prod_11 <= in1_11 * in2_11 ;
      prod_12 <= in1_12 * in2_12 ;
      prod_13 <= in1_13 * in2_13 ;
      prod_14 <= in1_14 * in2_14 ;
      prod_15 <= in1_15 * in2_15 ;
      psum <= prod_0  + prod_1  + prod_2  + prod_3
           + prod_4  + prod_5  + prod_6  + prod_7
           + prod_8  + prod_9  + prod_10 + prod_11
           + prod_12 + prod_13 + prod_14 + prod_15;
    end
  end
  assign out = psum[19:9];
endmodule
```
**design/flow/run.sh**
```bash
#!/bin/bash
# OpenROAD 26Q1-2900-gdf79404cd8, Yosys 0.63+post, stock flow scripts
make -C /OpenROAD-flow-scripts/flow DESIGN_CONFIG=/design/flow/config.mk WORK_HOME=/design/flow/orfs finish
```
**design/flow/config.mk**
```make
export PLATFORM = sky130hd
export DESIGN_NAME = b8Xb8_s16
export DESIGN_NICKNAME = b8Xb8_s16
export VERILOG_FILES = /design/flow/design.v
export SDC_FILE = /design/flow/constraint.sdc
export NUM_CORES = 4
export LEC_CHECK = 1
export CORE_UTILIZATION = 40
```
**design/flow/constraint.sdc**
```tcl
current_design b8Xb8_s16

set clk_period 9.9
set clk_io_pct 0.2

create_clock -name clk0 -period $clk_period [get_ports {clk}]

set non_clock_inputs [all_inputs -no_clocks]
set_input_delay [expr $clk_period * $clk_io_pct] -clock clk0 $non_clock_inputs
set_output_delay [expr $clk_period * $clk_io_pct] -clock clk0 [all_outputs]
```
==> CHANGELOG.md <==
## Flow update

- Status: finished, final reports clean
- WL/cell: 16.2 microns
- Worst EP arrival: 6.52 ns
- CP cell instances: clkdlybuf4s50_1 -> nand2_1 -> fa_1 -> fa_1 -> fa_1 -> fa_1 -> inv_1 -> ha_1 -> or3_1 -> o21ai_0 -> a21oi_1 -> a211oi_1 -> a21oi_1 -> xnor2_1
- Gr ovfl total: 0
- Routed WL: 105000 microns
- Tightest Hold Check Type: register to register
- Die Ht: 338 microns
- Worst Path Buf+Inv: 2
- H-tree Lvls: 1
- Min Clock Period, post-route: 6.06 ns
- Yosys chip area: 45200 sq um
- Placer Congestion: 0.945
- Fp util: 0.406
- IO Count: 270
- Synth top area share: 0.352
- Clock Tree Buf Depth: 3
- Pin count of the biggest net entering global routing: 91
- Root buf cell: clkbuf_16
- Layout cells sized above 1: 0.0162
- Cells in synth_stat.txt: 4684
- Drt drc: 0
- Cts repair resizes: 0
- Die Area: 114000 sq um
- Top cells by area, synth: fa_1 35%, ha_1 17%, dfrtp_1 15%, inv_1 9.3%, and2_1 7.7%
- TritonCTS clock tree: yes
- Cell variety after synth: 64
- Predominant post-synthesis flop cell: dfrtp_1
- CP max FO: 8
- Final worst setup slack: 3.84 ns
- OpenROAD warning count: 25
- Vias in the first global route: 33200
- CP endpoint kind: register
- Synthesized flop and latch total: 267
- Crit path kind: primary input to register
- Worst slew pin tran: 0.678 ns
- Post-DP HPWL: 91700 microns
- Hold_buf cts: 0
- Critical path origin: in1_10[6]
- DRT iter0 DRCs: 1033
- Max stage delay cell, worst path: clkdlybuf4s50_1
- Syn avg cell area: 9.64 sq um
- Die Width: 338 microns
- Fin Setup TNS: 0 ns
- Fin Clk Skew: 0.0351 ns
- Startpoint Class: primary input
- All-layer global routing usage: 0.208
- Synth warnings: 1
- Post-CTS Setup Repair Bufs: 0
- Unrepaired setup endpoints after global routing: false
- Crit-path leading delay family: adder cells
- FMAX: 165 MHz
- Num CTS Buffers: 31
- Final setup violation count: 0
- Sequential area share after synthesis: 0.148
- Final Util: 0.456
- Final Max Tran Viols: 0
- Clk latency of the worst-skew pair: 0.59 ns
- Worst path required time: 10.36 ns
- Max_slew headroom: 0.548
- Top cell by count, worst path: fa_1
- Max incr delay on CP: 0.65 ns
- Hold Vio Cnt, Final: 0
- Synth top cells by count: 1113 x inv_1, 795 x fa_1, 602 x ha_1, 559 x and2_1, 522 x nand2_1
- Cells after synthesis: 4684
- Pre-antenna DRT Iters: 5
- Via/cell ratio: 4.70
- Via count: 30600
- Area Overhead vs Synth: 12.4%
- Initial antenna violation count: 2
- Clk slew on worst S/H paths: 0.06 ns
- Clock sinks: 267
- Ys async rst share: 1.00
- EDFF count, synth: 0
- Reg2Reg Launch Point: prod_6[6]
- Number of core rows: 122
- Core area: 111000 sq um
- Synthesized area: 45200 sq um
- Synth area leader: fa_1
- Fin crit share: 0.613
- IO buf count: 268
- Post-place setup slack: 3.21 ns
- Routed Antenna Nets: 0
- Max cap viols: 0
- Hold Path Origin: prod_15[11]
- First-pass GRT wire length: 176000 microns
- Most numerous cell in the Yosys netlist: inv_1
[worst min-delay path: stages (launching register included)]
cell and delay [ns]:
dfrtp_1 0.46, fa_1 0.26, fa_1 0.18, ha_1 0.18, xor2_1 0.07
[cell type report]
type / instances / area (sq um)
clock buffers: 44 / 915
repair buffers: 272 / 2720
clock inverters: 9 / 133
flip-flops and latches: 267 / 6680
diodes: 2 / 5.00
well taps: 1488 / 1860
multi-input cells: 3301 / 34300
inverters: 1113 / 4180
fillers: 10400 / 60500
[path summary, 6_finish.rpt]
kind / end / slack [ns] / cells past startpoint
max in group asynchronous: prod_3[13] / 6.71 / 3
hold reg to reg: psum[13] / 1.19 / 4
min in group asynchronous: prod_13[14] / 1.40 / 1
setup / recovery: prod_10[15] / 3.84 / 14
hold / removal: psum[13] / 1.19 / 4
setup reg to reg: psum[19] / 4.22 / 15
[cell usage in the layout (no fill, tap or decap), drive strengths merged, types with 36 or more instances in the layout]
cell           instances
a211oi                37
a21oi                117
and2                 559
clkbuf                44
clkdlybuf4s50        267
dfrtp                267
fa                   795
ha                   602
inv                 1114
nand2                522
nor2                 107
o21a                  36
o21ai                 61
xnor2                153
[state kept, by name (all words and copies together), names as in the netlist]
register  cells
prod_0       16
prod_10      16
prod_11      16
prod_12      16
prod_13      16
prod_14      16
prod_15      16
prod_1       16
prod_2       16
prod_3       16
prod_4       16
prod_5       16
prod_6       16
prod_7       16
prod_8       16
prod_9       16
psum         11
[cell families (layout without fill, tap and decap cells)]
kind of cell	count (synthesis)	in the layout	share of synthesized area
simple gates	1360	1360	0.153
compound gates	373	373	0.0544
flops	267	267	0.148
buf+inv	1116	1438	0.0928
other cells	1	3	0.0000830
xor+xnor	170	170	0.0330
fa+ha+maj	1397	1397	0.519
[metrics by stage]
| stage | hold WS, ns | std cells | area, sq um |
|---|---|---|---|
| finish | 1.19 | 6496 | 50800 |
| detailed placement | 1.21 | 6441 | 49700 |
| global route | 1.28 | 6496 | 50800 |
| CTS | 1.23 | 6494 | 50800 |
| floorplan | 0.903 | 4684 | 45200 |
| global placement | 1.22 | 6441 | 49700 |
[layer usage]
layer	GRT usage	vias up	routed length, microns
met5	0	-	0
met4	0.0320	0	2080
met3	0.0617	89	7880
met2	0.334	615	50600
met1	0.294	15000	44800
li1	-	14900	-
